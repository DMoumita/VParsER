==> flow/design.v <==
module adder (
  sum_out,
  carry_out,
  carry_in,
  ina,
  inb
);
output [3:0] sum_out;
output carry_out;
input [3:0] ina, inb;
input carry_in;
wire carry_out, carry_in;
wire [3:0] sum_out, ina, inb;
assign {carry_out, sum_out} = ina + inb + carry_in;
endmodule
==> flow/run.sh <==
#!/bin/bash
# OpenROAD 26Q1-2900-gdf79404cd8, Yosys 0.63+post, stock flow scripts
make -C /OpenROAD-flow-scripts/flow DESIGN_CONFIG=/design/flow/config.mk WORK_HOME=/design/flow/orfs finish
==> flow/config.mk <==
export PLATFORM = sky130hd
export DESIGN_NAME = adder
export DESIGN_NICKNAME = adder
export VERILOG_FILES = /design/flow/design.v
export SDC_FILE = /design/flow/constraint.sdc
export NUM_CORES = 4
export LEC_CHECK = 1
export CORE_AREA = 10 10 70 70
export DIE_AREA = 0 0 80 80
export SYNTH_HDL_FRONTEND = slang
==> flow/constraint.sdc <==
current_design adder

set clk_period 5.0
set clk_io_pct 0.2

create_clock -name clk0 -period $clk_period

set non_clock_inputs [all_inputs -no_clocks]
set_input_delay [expr $clk_period * $clk_io_pct] -clock clk0 $non_clock_inputs
set_output_delay [expr $clk_period * $clk_io_pct] -clock clk0 [all_outputs]
==> run notes <==
Entry: Yosys synthesis followed by OpenROAD place and route.

Finish:
- The run gives the flop count as 0.
- The post-route netlist has 3.333% of its cells at a drive strength greater than 1.
- The run gives the tally of clock buffers in the finished layout as 0.
- Compared with the post-synthesis result, the final layout area differs by 137.4%.
- The finished layout reports a core utilization of 10.00%.
- The run puts the area of all sequential standard cells at 0 um2.

Global route:
- The via count of the first global-routing pass is 153.
- The run gives the global-route wire length before repair as 752 um.
- The run gives the residual overflow from global routing as 0.
- The initial antenna violation count was 0.
- The run gives the maximum number of pins on one net before global-route repair as 4.
- The run gives the overall fraction of global-route tracks in use as 1.480%.

Floorplan:
- The run gives the die outline width as 80 um.
- The run puts the chip area at 6400 um2.
- The run puts the floorplan core density at 4.212%.
- The run puts the total I/O pin count at 14.
- The run puts the standard cell core area at 3416 um2.
- The run puts the die outline height at 80 um.
- For reference, the placement row count at floorplan is 21.

Placed design:
- According to the dpl log, the detail-placed design has an HPWL of 476.2 um.
- The run gives the count of input and output buffers as 14.
- The run gives the final weighted congestion in routability-driven placement as 0.7633.

Worst setup path:
- The cell sequence reported for the critical path is clkdlybuf4s50_1 -> fa_1 -> inv_1 -> fa_1 -> inv_1 -> clkdlybuf4s50_1.
- The run gives the critical path endpoint category as an output pin.
- The run puts the maximum fanout along the worst path at 2.
- The run gives the cell with the largest stage delay on the worst path as sky130_fd_sc_hd__clkdlybuf4s50_1.
- The run gives the type of the setup path with the least slack as input port to output pin.
- The run gives the combined buffer and inverter count along the critical path as 4.
- In this design, the largest share of critical-path delay is due to buffers and inverters.
- The worst setup path is launched from an input port.
- The run puts the critical path data arrival time at 2.87 ns.
- The run puts the biggest cell delay along the critical path at 0.46 ns.
- The run gives the data required time at the worst endpoint as 4.00 ns.

Clock tree:
- The number of hold buffers added after CTS was 0.
- Buffers added to address setup during post-CTS repair amount to 0.
- The run gives the post-cts resize count as 0.

Route:
- In this run, the number of DRC markers left after iteration 0 of detailed routing was 2.
- The number of antenna diodes in the final layout is 0.
- The run gives the final routed wirelength across all metal layers as 493 um.
- The run gives the post-route DRC violation count as 0.
- After detailed routing, the average wire length per cell comes to 6.487 um.
- In this run the remaining antenna-violating nets after routing total 0.
- The run gives the via count of the routed design as 143.
- After detailed routing, the number of vias per cell comes to 1.882.
- The run gives the first-pass iteration count of the detailed router as 2.

Final timing:
- The run gives the share of the clock period used by the worst path as 77.31%.
- Setup repair after global routing left no endpoint under its margin.
- The run gives the actual transition at the worst max-transition pin as 0.1557 ns.
- The run puts the maximum clock frequency at 258.7 MHz.
- The run gives the post-route worst hold slack as 3.070 ns.
- Adding up every negative setup slack in the final design gives 0 ns.
- The run gives the count of endpoints failing setup in the final report as 0.
- The run puts the total count of hold-check failures in the final report at 0.
- After layout, the minimum clock period comes to 3.866 ns.
- The max-slew check reports its worst relative slack as 89.51%.
- The run puts the number of pins exceeding their max-slew limit in the final report at 0.

Power:
- The run puts the part of the power in the clock network at 0%.
- Of the total power, registers draw 0%.
- The run puts the largest voltage drop on the vdd net at 0.01337 mV.
- The run gives the switching power share of the total as 28.52%.
- The run gives the switching component of the power as 9.720 uW.
- The run puts the design internal power at 24.36 uW.
- The run puts the total power divided by cell area at 99.78 nW/um2.
- The run puts the leakage power at 0.0001346 uW.
- The run puts the combinational fraction of design power at 100.0%.

Hold path:
- According to the hold report, the worst path is of the input port to output pin type.

Synth:
- The run gives the number of standard cells after synthesis as 16.
- The run puts the average cell area after synthesis at 8.993 um2.
- The run puts the part of the Yosys area used for sequential elements at 0%.
- The run puts the number of warnings issued by yosys at 0.
- The run gives the total cells reported by yosys after synthesis as 16.
- The run gives the summed standard-cell area reported by yosys as 143.9 um2.
- The run gives the distinct cell type count of the synthesized netlist as 9.
- Before any placement, the netlist area is recorded as 143.9 um2.

Outcome:
- The run finished with clean final reports.

Run:
- The run gives the number of maximum-capacitance violations as 0.
- In this run the tools logged warnings totalling 35.
synthesized netlist by cell type:
cell	count	area (um2)
sky130_fd_sc_hd__fa_1	2	40.04
sky130_fd_sc_hd__a21oi_2	1	8.760
sky130_fd_sc_hd__inv_1	4	15.01
sky130_fd_sc_hd__nor2b_1	1	6.260
sky130_fd_sc_hd__a21o_1	1	7.510
sky130_fd_sc_hd__nand2b_1	1	6.260
sky130_fd_sc_hd__ha_1	3	37.54
sky130_fd_sc_hd__o21ai_0	1	5.000
sky130_fd_sc_hd__xnor2_1	2	17.52
cells by family after synthesis:
family | synth area share, %
buffers and inverters | 10.43
xor gates and xnor gates | 12.18
AOI/OAI and AO/OA | 14.78
adders and majority gates | 53.92
and+or+nand+nor | 8.701
through the flow:
step | total power [uW] | area, um2 | worst slack [ns] | cells
after floorplan | 10.70 | 143.9 | 2.080 | 16
after detailed placement | 34.86 | 341.6 | 1.114 | 76
after global placement | 34.71 | 341.6 | 1.122 | 76
after CTS | 35.10 | 341.6 | 1.113 | 76
after global routing | 38.57 | 341.6 | 0.9930 | 76
final | 34.08 | 341.6 | 1.134 | 76
power by group through the flow:
stage / Combinational, uW / Clock, uW / Sequential, uW
final: 34.1 / 0 / 0
after global routing: 38.6 / 0 / 0
after CTS: 35.1 / 0 / 0
per-layer routing:
layer	vias to the layer above	wire, um	GRT usage, %
met4	0	0	0
met5	-	0	0
li1	78	-	-
met1	53	244	2.253
met2	12	136	1.685
met3	0	113	1.023
path summary, 6_finish.rpt:
kind	start	to	slack, ns	cells past startpoint
setup / recovery	carry_in	sum_out[1]	1.13	6
hold / removal	inb[3]	sum_out[3]	3.07	4
cell usage in the layout (no fill, tap or decap):
cell	instances
sky130_fd_sc_hd__clkdlybuf4s50_1	14
sky130_fd_sc_hd__a21o_1	1
sky130_fd_sc_hd__o21ai_0	1
sky130_fd_sc_hd__fa_1	2
sky130_fd_sc_hd__nor2b_1	1
sky130_fd_sc_hd__ha_1	3
sky130_fd_sc_hd__xnor2_1	2
sky130_fd_sc_hd__nand2b_1	1
sky130_fd_sc_hd__a21oi_2	1
sky130_fd_sc_hd__inv_1	4
area by class of cell:
cell class / count / area, um2
Fill cell: 396 / 3074
Timing Repair Buffer: 14 / 140.1
Multi-Input combinational cell: 12 / 128.9
Tap cell: 46 / 57.56
Inverter: 4 / 15.01
Power is estimated from default activity; no workload was simulated.
